File: flow/config.mk
export PLATFORM = sky130hd
export DESIGN_NAME = CPU
export DESIGN_NICKNAME = CPU
export VERILOG_FILES = /design/flow/design.v
export SDC_FILE = /design/flow/constraint.sdc
export NUM_CORES = 4
export LEC_CHECK = 1
export CORE_UTILIZATION = 40
File: flow/constraint.sdc
current_design CPU

set clk_period 11.7
set clk_io_pct 0.2

create_clock -name clk0 -period $clk_period [get_ports {clk}]

set non_clock_inputs [all_inputs -no_clocks]
set_input_delay [expr $clk_period * $clk_io_pct] -clock clk0 $non_clock_inputs
set_output_delay [expr $clk_period * $clk_io_pct] -clock clk0 [all_outputs]
File: flow/design.v
module ALU (
    input [15:0] data1,
    input [15:0] data2,
    input [3:0] alu_op,  
    output reg [15:0] result
);
    always @(*) begin
        case (alu_op)
            4'b0000: result = data1 + data2;  
            4'b0001: result = data1 - data2;  
            4'b0010: result = data1 & data2;  
            4'b0011: result = data1 | data2;  
            4'b0100: result = data1 ^ data2;  
            4'b0101: result = ~data1;         
            4'b0110: result = data1 << data2[3:0];  
            4'b0111: result = data1 >> data2[3:0];  
            4'b1000: result = (data1 < data2) ? 16'b1 : 16'b0;  
            default: result = 16'b0;
        endcase
    end
endmodule
module CPU (
    input clk, 
    input reset, 
    output [15:0] pc, 
    input [15:0] instr, 
    output [15:0] alu_out, 
    output mem_read, 
    output mem_write, 
    input [15:0] mem_data
);
    reg [15:0] pc_reg;
    reg [15:0] if_id_instr;
    reg [15:0] id_ex_reg_data1, id_ex_reg_data2;
    reg [3:0] id_ex_alu_op;
    reg [15:0] id_ex_instr;
    reg id_ex_mem_read, id_ex_mem_write, id_ex_reg_write;
    reg [3:0] id_ex_write_reg;
    wire [15:0] alu_result;
    wire hazard_detected;
    wire [15:0] rf_reg_data1, rf_reg_data2;
    wire [3:0] alu_op;
    wire reg_write;
    wire [3:0] write_reg;
    wire [15:0] write_data;
    reg [15:0] ex_mem_alu_result;
    reg ex_mem_mem_read, ex_mem_mem_write, ex_mem_reg_write;
    reg [3:0] ex_mem_write_reg;
    always @(posedge clk or posedge reset) begin
        if (reset) begin
            pc_reg <= 0;
            if_id_instr <= 16'b0;
        end else if (!hazard_detected) begin
            pc_reg <= pc_reg + 1;
            if_id_instr <= instr;
        end
    end
    Control_Unit cu (
        .instr(if_id_instr), 
        .alu_op(alu_op), 
        .mem_read(mem_read), 
        .mem_write(mem_write), 
        .reg_write(reg_write), 
        .write_reg(write_reg)
    );
    Register_File rf (
        .clk(clk), 
        .reset(reset),
        .read_reg1(if_id_instr[11:8]), 
        .read_reg2(if_id_instr[7:4]), 
        .write_reg(ex_mem_write_reg), 
        .write_data(write_data), 
        .reg_write(ex_mem_reg_write), 
        .reg_data1(rf_reg_data1), 
        .reg_data2(rf_reg_data2)
    );
    ALU alu (
        .data1(id_ex_reg_data1), 
        .data2(id_ex_reg_data2), 
        .alu_op(id_ex_alu_op), 
        .result(alu_result)
    );
    Hazard_Detection_Unit hdu (
        .if_id_instr(if_id_instr),
        .id_ex_mem_read(id_ex_mem_read),
        .id_ex_write_reg(id_ex_write_reg),
        .hazard_detected(hazard_detected)
    );
    assign pc = pc_reg;
    assign alu_out = ex_mem_alu_result;
    always @(posedge clk or posedge reset) begin
        if (reset) begin
            id_ex_reg_data1 <= 16'b0;
            id_ex_reg_data2 <= 16'b0;
            id_ex_alu_op <= 4'b0;
            id_ex_instr <= 16'b0;
            id_ex_mem_read <= 1'b0;
            id_ex_mem_write <= 1'b0;
            id_ex_reg_write <= 1'b0;
            id_ex_write_reg <= 4'b0;
        end else if (!hazard_detected) begin
            id_ex_reg_data1 <= rf_reg_data1;
            id_ex_reg_data2 <= rf_reg_data2;
            id_ex_alu_op <= alu_op;
            id_ex_instr <= if_id_instr;
            id_ex_mem_read <= mem_read;
            id_ex_mem_write <= mem_write;
            id_ex_reg_write <= reg_write;
            id_ex_write_reg <= write_reg;
        end
    end
    always @(posedge clk or posedge reset) begin
        if (reset) begin
            ex_mem_alu_result <= 16'b0;
            ex_mem_mem_read <= 1'b0;
            ex_mem_mem_write <= 1'b0;
            ex_mem_reg_write <= 1'b0;
            ex_mem_write_reg <= 4'b0;
        end else begin
            ex_mem_alu_result <= alu_result;
            ex_mem_mem_read <= id_ex_mem_read;
            ex_mem_mem_write <= id_ex_mem_write;
            ex_mem_reg_write <= id_ex_reg_write;
            ex_mem_write_reg <= id_ex_write_reg;
        end
    end
    assign write_data = ex_mem_mem_read ? mem_data : ex_mem_alu_result;
endmodule
module Control_Unit (
    input [15:0] instr,
    output reg [3:0] alu_op,
    output reg mem_read,
    output reg mem_write,
    output reg reg_write,
    output reg [3:0] write_reg
);
    always @(*) begin
        case(instr[15:12])
            4'b0000: begin  
                alu_op = 4'b0000;
                mem_read = 1'b0;
                mem_write = 1'b0;
                reg_write = 1'b0;
                write_reg = 4'b0000;
            end
            4'b0001: begin  
                alu_op = 4'b0000;
                mem_read = 1'b0;
                mem_write = 1'b0;
                reg_write = 1'b1;
                write_reg = instr[11:8];
            end
            4'b0010: begin  
                alu_op = 4'b0001;
                mem_read = 1'b0;
                mem_write = 1'b0;
                reg_write = 1'b1;
                write_reg = instr[11:8];
            end
            4'b0011: begin  
                alu_op = 4'b0010;
                mem_read = 1'b0;
                mem_write = 1'b0;
                reg_write = 1'b1;
                write_reg = instr[11:8];
            end
            4'b0100: begin  
                alu_op = 4'b0011;
                mem_read = 1'b0;
                mem_write = 1'b0;
                reg_write = 1'b1;
                write_reg = instr[11:8];
            end
            4'b0101: begin  
                alu_op = 4'b0000;  
                mem_read = 1'b1;
                mem_write = 1'b0;
                reg_write = 1'b1;
                write_reg = instr[11:8];
            end
            4'b0110: begin  
                alu_op = 4'b0000;  
                mem_read = 1'b0;
                mem_write = 1'b1;
                reg_write = 1'b0;
                write_reg = 4'b0000;
            end
            default: begin
                alu_op = 4'b0000;
                mem_read = 1'b0;
                mem_write = 1'b0;
                reg_write = 1'b0;
                write_reg = 4'b0000;
            end
        endcase
    end
endmodule
module Hazard_Detection_Unit (
    input [15:0] if_id_instr,
    input id_ex_mem_read,
    input [3:0] id_ex_write_reg,
    output reg hazard_detected
);
    always @(*) begin
        hazard_detected = (id_ex_mem_read &&
                           (id_ex_write_reg == if_id_instr[11:8] ||
                            id_ex_write_reg == if_id_instr[7:4]));
    end
endmodule
module Register_File (
    input clk,
    input reset,
    input [3:0] read_reg1,
    input [3:0] read_reg2,
    input [3:0] write_reg,
    input [15:0] write_data,
    input reg_write,
    output [15:0] reg_data1,
    output [15:0] reg_data2
);
    reg [15:0] registers [0:15];
    integer i;
    always @(posedge clk or posedge reset) begin
        if(reset) begin
            for(i=0;i<16;i=i+1)
                registers[i]<=16'b0;
                end
        else if (reg_write) begin
            registers[write_reg] <= write_data;
        end
    end
    assign reg_data1 = registers[read_reg1];
    assign reg_data2 = registers[read_reg2];
endmodule
File: flow/run.sh
#!/bin/bash
# OpenROAD 26Q1-2900-gdf79404cd8, Yosys 0.63+post, stock flow scripts
make -C /OpenROAD-flow-scripts/flow DESIGN_CONFIG=/design/flow/config.mk WORK_HOME=/design/flow/orfs finish
==> out/qor.yml <==
synthesis:
  ys_seq_frac: 0.480
  netlist.area_leader.share: 0.478
  synthCells: 1954
  synth_cell_types: 83
  common_cells: "347 x dfrtp_1, 220 x nor2_1, 211 x a21oi_1"
  yosys_area_um2: 18200
  numSynthFlops: 348
  synth.largest_area_cell: "dfrtp_1"
  ys_cells: 1954
  synth-async-reset-ratio: 1.00
  most_common_cell: "dfrtp_1"
  synth_area_um2: 18200
  yosys_warnings: 6
  postSynthAreaPerCell_um2: 9.29
  synth.area.top_cells: "dfrtp_1 48%, a21oi_1 5.8%, nor2_1 4.5%"
  synth-main-ff-cell: "dfrtp_1"
  edf_count: 0
global_routing:
  first_global_vias: 15700
  grt_max_degree: 118
  grt_pass1_wl_um: 104000
  grt_usage: 0.315
  overflow: 0
  antenna_found_initial: 7
min_path:
  hold_class: "reg2reg"
die:
  core_area_um2: 44500
  fp.dieH_um: 215
  die_w_um: 215
  dieArea_um2: 46200
  fp_util: 0.408
  io_pins: 68
  std_cell_rows: 77
clocking:
  cts.repair.resized: 0
  cts_root_buf: "clkbuf_16"
  holdBufCountCts: 0
  postCtsSetupBuffers: 0
  clk_path_buf_depth: 3
  cts_tree: "done"
  clk_pin_slew_ns: 0.05
  htree_levels: 2
  insertion_delay_ns: 0.58
  numCtsBuffers: 41
  cts_sinks: 348
outcome:
  outcome: "finished, final reports clean"
finish:
  drive_above_1_share: 0.110
  fill_cells: 4145
  largest_register_ffs: 256
  synthToLayoutAreaGrowth_pct: 14.4
  layout.area.seq_um2: 8710
  regMostFlops: "rf.registers"
  mi_logic_area_um2: 8590
critical_path:
  critPathRequiredTime_ns: 9.36
  crit_arrival_ns: 2.04
  cp-start-kind: "flop"
  crit_type: "reg2out"
  critPathCaptureType: "primary output"
  cp_max_fo: 6
run:
  maxCapViolCount: 0
  warnings: 33
pwr:
  p_total_uw: 4260
  p_leak_uw: 0.00825
  p_per_area_nw_per_um2: 205
  peakVddDrop_mv: 0.119
place:
  routabilityCongestion: 1.03
  port_buffers: 63
  hpwl_um: 44700
route:
  routedWlPerCell_um: 26.5
  drt_iter0_drc: 1605
  routed_wl_um: 69100
  vias: 16200
  first_pass_iters: 6
  diodes: 0
  ant_nets: 0
  route.detailed.drc: 0
  vias_per_cell: 6.24
sta:
  maxSlewViolCount: 0
  tns_ns: 0
  rsz0062_at_grt: "no"
  min_period_ns: 4.38
  worst_slew_pin_slew_ns: 1.04
  relSlewSlack: 0.301
  final.period_utilization: 0.375
  skew_ns: 0.0205
  hold_viol_final: 0
  fmax_ghz: 0.228
  setup_viol: 0
-- critical path, stage by stage, from the launching register on --
cell and delay, ns:
dfrtp_1 0.45, nand2b_1 0.21, nor3b_1 0.29, clkdlybuf4s50_1 0.54
-- power by group --
group	total (uW)	internal, uW	switching, uW
logic	1160	488	669
registers	1830	1520	309
clock network	1270	748	524
-- layout by cell type (no fill, tap or decap), types with 10 or more instances in the layout --
cell             instances
dfrtp_1                344
nor2_1                 211
a21oi_1                211
nand2_1                199
o21ai_0                156
buf_4                   86
a22oi_1                 85
clkdlybuf4s50_1         63
nand3_1                 49
clkbuf_16               43
mux2i_1                 36
xnor2_1                 33
a22o_1                  30
a32oi_1                 25
mux2_2                  21
nor3_1                  21
nand4_1                 21
o22ai_1                 20
inv_1                   19
ha_1                    19
nor2b_1                 18
o211ai_1                18
a222oi_1                18
a31oi_1                 15
xor2_1                  14
nand2b_1                12
and3_1                  12
nor2_2                  11
a21o_1                  11
a221oi_1                10
-- routing by layer --
layer / vias up / track usage / wire length [um] / share of wire
met5: - / 0 / 57 / 0.00082
met1: 7838 / 0.442 / 27400 / 0.40
li1: 7195 / - / - / -
met2: 956 / 0.442 / 29400 / 0.43
met4: 8 / 0.130 / 3580 / 0.052
met3: 250 / 0.128 / 8640 / 0.13
-- final timing paths --
check                                             from                        endpoint  slack [ns]  cells past startpoint
max in group asynchronous                        reset      if_id_instr[9]$_DFFE_PP0N_        7.63                      4
hold / removal             id_ex_reg_write$_DFFE_PP0N_      ex_mem_reg_write$_DFF_PP0_        0.38                      0
setup / recovery           if_id_instr[15]$_DFFE_PP0N_                        mem_read        7.32                      3
setup reg to reg           if_id_instr[10]$_DFFE_PP0N_  id_ex_reg_data1[6]$_DFFE_PP0N_        8.22                      8
hold reg to reg            id_ex_reg_write$_DFFE_PP0N_      ex_mem_reg_write$_DFF_PP0_        0.38                      0
min in group asynchronous                        reset           pc_reg[7]$_DFFE_PP0N_        2.24                      2
-- cell families after synthesis --
family / share of synthesized area
XOR/XNOR: 0.0227
AND/OR/NAND/NOR: 0.162
multiplexers: 0.0362
adder cells (fa/ha/maj): 0.0142
flip-flops: 0.480
AND-OR/OR-AND: 0.236
buffers and inverters: 0.0493
-- cell type report --
type	instances	area share
inverter	20	0.00379
clock buffer	57	0.0582
timing repair buffer	150	0.0624
multi-input combinational	1419	0.414
tap	592	0.0357
sequential	348	0.419
clock inverter	18	0.00687
-- per-stage QoR --
| stage | hold WS (ns) | instance area [um^2] | setup slack (ns) | util | cells |
|---|---|---|---|---|---|
| finish | 0.376 | 20800 | 7.32 | 0.467 | 2604 |
| global route | 0.377 | 20800 | 7.23 | 0.467 | 2604 |
| CTS | 0.375 | 20800 | 7.29 | 0.467 | 2604 |
| detailed placement | 0.371 | 19400 | 6.93 | 0.436 | 2529 |
| global placement | 0.363 | 19400 | 6.95 | 0.436 | 2529 |
| floorplan | 0.354 | 18200 | 4.70 | - | 1954 |
No activity file was given, so power comes from the tool's default toggle rates.
