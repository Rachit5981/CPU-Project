## ./constraint.sdc

```tcl
current_design Memory_Bank

set clk_period 20.5
set clk_io_pct 0.2

create_clock -name clk0 -period $clk_period [get_ports {clk}]

set non_clock_inputs [all_inputs -no_clocks]
set_input_delay [expr $clk_period * $clk_io_pct] -clock clk0 $non_clock_inputs
set_output_delay [expr $clk_period * $clk_io_pct] -clock clk0 [all_outputs]
```

## ./design.v

```verilog
module Memory_Bank (
    input clk,
    input [15:0] address,
    inout [15:0] data,
    input mem_read,
    input mem_write
);
    reg [15:0] memory [0:255];  
    reg [15:0] data_out;
    always @(posedge clk) begin
        if (mem_write)
            memory[address] <= data;
        else if (mem_read)
            data_out <= memory[address];
    end
    assign data = mem_read ? data_out : 16'bz;
endmodule
```

## ./config.mk

```make
export PLATFORM = sky130hd
export DESIGN_NAME = Memory_Bank
export DESIGN_NICKNAME = Memory_Bank
export VERILOG_FILES = /design/flow/design.v
export SDC_FILE = /design/flow/constraint.sdc
export NUM_CORES = 4
export LEC_CHECK = 1
export CORE_UTILIZATION = 50
```

## ./run.sh

```bash
#!/bin/bash
# OpenROAD 26Q1-2900-gdf79404cd8, Yosys 0.63+post, stock flow scripts
make -C /OpenROAD-flow-scripts/flow DESIGN_CONFIG=/design/flow/config.mk WORK_HOME=/design/flow/orfs finish
```

==> results.toml <==
# yosys + openroad results
[floorplan]
rows = 204
die_h_um = 559.7
io_pins = 35
initial_utilization = 0.5031
die_w_um = 559.7

[yosys]
yosysTopAreaCellShare = 0.7941
async_flop_share = 0
ys_warn_count = 2
yosysUniqueCellTypes = 20
ys_seq_frac = 0.7941
common_cells = "4,112 x edfxtp_1, 1,024 x mux4_2, 512 x a22oi_1"
synth.most_common_cell = "edfxtp_1"
syn_area_um2 = 155500
numSynthFlops = 4112
largest_area_cell = "edfxtp_1"
syn-instance-count = 6726
area_leaders = "edfxtp_1 79%, mux4_2 15%, a22oi_1 2.5%"
ff_type = "edfxtp_1"
syn_area_per_cell_um2 = 23.12
ys_cells = 6726
synth-edff-count = 4112
yosysChipArea_um2 = 155500

[clocking]
cts.sinks = 4112
cts_resized = 0
cts_root_buf = "clkbuf_16"
htreeDepth = 5
cts_made_buffers = 410
cts_hold_buf = 0
clk_path_buf_depth = 4
cts_setup_buffers = 0

[status]
failing_step = "4_1_cts"
status = "did not finish"
error_line = "[error] [KeplerFormal.cpp:679] Workflow failed: Iso has multiple drivers: .data3, place1139.X0"

[placement]
pre_cts_ws_ns = 9.376
gp_congestion = 0.8508
place_inst = 10960
portBuffers = 10
dp_hpwl_mm = 222.7
==> cells by family after synthesis <==
family | after synthesis | synth area share
flip-flops | 4112 | 0.7941
AND/OR/NAND/NOR | 338 | 0.009084
multiplexers | 1024 | 0.1483
buffers and inverters | 420 | 0.01197
AND-OR/OR-AND | 832 | 0.03656
==> per-stage QoR <==
| step | utilization | instance area [um2] |
|---|---|---|
| detailed placement | 0.5285 | 163400 |
| global placement | 0.5285 | 163400 |
| floorplan | - | 155500 |
